==> design/flow/constraint.sdc <==
current_design machine_d

set clk_period 1.1
set clk_io_pct 0.2

create_clock -name clk0 -period $clk_period [get_ports {CLK}]

set non_clock_inputs [all_inputs -no_clocks]
set_input_delay [expr $clk_period * $clk_io_pct] -clock clk0 $non_clock_inputs
set_output_delay [expr $clk_period * $clk_io_pct] -clock clk0 [all_outputs]
==> design/flow/design.v <==
module dff (
    input D,       
    input CLK,     
    input RESET,   
    output reg Q   
);
     always @(posedge CLK or posedge RESET) begin
        if (RESET)
            Q <= 1'b0;
        else
            Q <= D;
    end
endmodule
module machine_d(
    input wire x,
    input wire CLK,
    input wire RESET,
    output wire F,
    output wire [2:0] S
);
    wire Da, Db, Dc;  
    wire A, B, C;     
    assign S = {A, B, C};
    assign Da = (A & ~B) | (~A & B) | (~x & B & ~C) | (x & A & C) | (x & ~B & ~C);
    assign Db = (x & A) | (A & ~C) | (~x & B & ~C) | (~A & ~B & C);
    assign Dc = (~x & ~C) | (x & ~A & ~B) | (x & B & C);
    assign F = ( A & B & C);
    dff ff_A (.D(Da), .CLK(CLK), .RESET(RESET), .Q(A));
    dff ff_B (.D(Db), .CLK(CLK), .RESET(RESET), .Q(B));
    dff ff_C (.D(Dc), .CLK(CLK), .RESET(RESET), .Q(C));
endmodule
==> design/flow/run.sh <==
#!/bin/bash
# OpenROAD 26Q1-2900-gdf79404cd8, Yosys 0.63+post, stock flow scripts
make -C /OpenROAD-flow-scripts/flow DESIGN_CONFIG=/design/flow/config.mk WORK_HOME=/design/flow/orfs finish
==> design/flow/config.mk <==
export PLATFORM = sky130hd
export DESIGN_NAME = machine_d
export DESIGN_NICKNAME = machine_d
export VERILOG_FILES = /design/flow/design.v
export SDC_FILE = /design/flow/constraint.sdc
export NUM_CORES = 4
export LEC_CHECK = 1
export CORE_AREA = 10 10 70 70
export DIE_AREA = 0 0 80 80
==> flow_metrics.env <==
# physical design summary
export IMPL_status="finished, violations left"
export IMPL_violations="setup timing"
export IMPL_p_leak_nw=0.188
export IMPL_htreeDepth=1
export IMPL_ff_latch_area_sq_um=75.1
export IMPL_initCoreUtil_pct=6.04
export IMPL_antenna_found_initial=0
export IMPL_numPortBuffers=6
export IMPL_setup_slack_ps=-150
export IMPL_pwr_share_seq_pct=17.0
export IMPL_clock_sink_count=3
export IMPL_netlist_instances=21
export IMPL_crit_type="flip-flop to output port"
export IMPL_ant_nets=0
export IMPL_fillers=391
export IMPL_ys_flops=3
export IMPL_gp_routability_congestion=0.755
export IMPL_cts_buffers=3
export IMPL_layout_top_cells="9 x buf_6, 3 x nand2b_1, 3 x clkbuf_4, 3 x dfrtp_1"
export IMPL_grt_usage_pct=2.22
export IMPL_detail_route_first_pass_iterations=2
export IMPL_dieArea_sq_um=6400
export IMPL_dp_cells=74
export IMPL_post_layout_nonfiller_instances=83
export IMPL_setup_worst_path_end_class="output port"
export IMPL_synth_cell_types=11
export IMPL_p_sw_w=0.000383
export IMPL_finalClockSkew_ps=1.77
export IMPL_cp_start_kind="flip-flop"
export IMPL_rows=21
export IMPL_clkLatencyLatePin_ps=230
export IMPL_crit_required_ps=880
export IMPL_post_dp_hpwl_microns=413
export IMPL_maxSlewHeadroom_pct=82.9
export IMPL_rsz0062_at_grt="true"
export IMPL_swShare_pct=31.7
export IMPL_hold_path_class="input port to async pin"
export IMPL_lay_top_count="buf_6"
export IMPL_drc=0
export IMPL_layout_min_cycle_time_ps=1250
export IMPL_overflow=0
export IMPL_grt_start_max_net_pins=7
export IMPL_vias=206
export IMPL_whs_ps=176
export IMPL_grt_pass1_vias=240
export IMPL_warning_count=28
export IMPL_hold_violations=0
export IMPL_comb_area_sq_um=121
export IMPL_crit_arrival_ps=1030
export IMPL_final_layout_size_suffix_gt1_share_pct=56.8
export IMPL_placed_area_sq_um=332
export IMPL_die_h_microns=80
export IMPL_drt_wl_total_microns=668
export IMPL_avgSynthCellArea_sq_um=9.83
export IMPL_syn_area_sq_um=206
export IMPL_worstMarginPinSlew_ps=255
export IMPL_yosys_stat_seqShare_pct=36.4
export IMPL_crit_fanout=2
export IMPL_powerDensity_nw_per_um2=2700
export IMPL_max_cap_viol_count=0
export IMPL_yosysWarnings=1
export IMPL_internal_power_w=0.000825
export IMPL_cts_tree="done"
export IMPL_maxClockFrequency_mhz=800
export IMPL_syn_to_final_growth_pct=117
export IMPL_clock_root_buffer="clkbuf_4"
export IMPL_tns_ps=-526
export IMPL_maxSlewViolCount=0
export IMPL_wl_per_cell_microns=8.05
export IMPL_drtIter0Drc=8
export IMPL_die_x_microns=80
export IMPL_clkTransAtPathRegs_ps=40
export IMPL_setup_viol=5
export IMPL_period_used_pct=114
export IMPL_ys_area_sq_um=206
export IMPL_core_sq_um=3420
export IMPL_combPwrFrac_pct=67.1
export IMPL_vias_per_cell=2.48
export IMPL_cts_hold_buf=0
export IMPL_pin_count=7
export IMPL_vdd_drop_max_uv=436
export IMPL_stdcell_area_sq_um=448
export IMPL_diodes=0
export IMPL_grt_pass1_wl_microns=1110
export IMPL_ys_cells=21
export IMPL_clockPowerShare_pct=15.8
export IMPL_clockBufferDepth=2
==> flip-flops by register name, indices dropped and copies added, names as in the netlist <==
name,count
ff_A.Q,1
ff_B.Q,1
ff_C.Q,1
==> kinds of logic (layout without fill, tap and decap cells) <==
family	Yosys count	in the layout	synth area share [%]
AND/OR/NAND/NOR	7	7	21.2
buffers and inverters	6	22	16.4
AND-OR/OR-AND	3	3	13.9
flip-flops	3	3	36.4
adder cells (fa/ha/maj)	2	2	12.1
==> metrics by stage <==
stage	power, W	setup slack, ps	utilization (%)
6_report	0.00121	-150	13.1
5_1_grt	0.00131	-201	13.1
4_1_cts	0.00107	-189	12.1
3_5_place_dp	0.000687	-273	9.71
3_3_place_gp	0.000657	-254	9.71
2_1_floorplan	0.000461	11.7	-
==> layout make-up <==
class                      instances  share of cell area [%]
tap                               46                    12.8
multi-input combinational         12                    27.1
inverter                           3                    3.63
sequential                         3                    16.8
clock buffer                       4                    5.87
timing repair buffer              15                    33.8
==> critical path, stage by stage, from the launching register on <==
cell and delay (ps):
dfrtp_1 380, ha_2 190, and2_4 130, buf_6 100
==> final timing paths <==
kind                       cells past startpoint  slack, ps      to  startpoint
setup / recovery                               3       -150       F      ff_A.Q
min in group clk0                              3        780  ff_B.Q      ff_A.Q
hold reg to reg                                3        780  ff_B.Q      ff_A.Q
hold / removal                                 2        180  ff_C.Q       RESET
setup reg to reg                               5       -150  ff_A.Q      ff_A.Q
max in group asynchronous                      2        790  ff_B.Q       RESET
==> synthesized netlist by cell type (all sizes together) <==
cell / number / share of area [%]
and2: 1 / 3.6
nor2: 1 / 1.8
ha: 2 / 12
dfrtp: 3 / 36
buf: 3 / 11
a31o: 1 / 4.2
nor3b: 1 / 3.6
a221o: 1 / 4.8
a311o: 1 / 4.8
inv: 3 / 5.5
nand2b: 4 / 12
==> per-layer routing <==
layer | vias up | GRT usage [%] | share of wire [%]
li1 | 101 | - | -
met1 | 96 | 2.40 | 45
met2 | 9 | 3.05 | 43
met3 | 0 | 2.05 | 12
met4 | 0 | 0.704 | 0
met5 | - | 0 | 0
==> power by group through the flow <==
| stage | Combinational, W | Sequential [W] | Clock, W |
|---|---|---|---|
| 4_1_cts | 0.000659 | 0.000202 | 0.000205 |
| 6_report | 0.000811 | 0.000206 | 0.000191 |
| 5_1_grt | 0.000881 | 0.000217 | 0.000208 |
==> timing repair <==
| action | CTS | global route |
|---|---|---|
| endpoints found under the setup margin | 6 | 7 |
| setup buffers | 5 | 1 |
| pin swaps | 4 | 3 |
| gates cloned | 0 | 0 |
| resized | 19 | 9 |
Power figures rest on the tool's default switching activity, not on a simulated workload.
