`/design/flow/constraint.sdc`:
```
current_design four_bit_adder_subtractor

set clk_period 2.9
set clk_io_pct 0.2

create_clock -name clk0 -period $clk_period

set non_clock_inputs [all_inputs -no_clocks]
set_input_delay [expr $clk_period * $clk_io_pct] -clock clk0 $non_clock_inputs
set_output_delay [expr $clk_period * $clk_io_pct] -clock clk0 [all_outputs]
```
`/design/flow/config.mk`:
```
export PLATFORM = sky130hd
export DESIGN_NAME = four_bit_adder_subtractor
export DESIGN_NICKNAME = four_bit_adder_subtractor
export VERILOG_FILES = /design/flow/design.v
export SDC_FILE = /design/flow/constraint.sdc
export NUM_CORES = 4
export LEC_CHECK = 1
export CORE_AREA = 10 10 70 70
export DIE_AREA = 0 0 80 80
```
`/design/flow/design.v`:
```
module four_bit_2x1_mux(In_1, In_0, Select, Out);
	input [3:0] In_1;
	input [3:0] In_0;
	input Select;
	output [3:0] Out;
	wire [3:0] selected_1;
    wire [3:0] selected_0;
    assign selected_1 = {4{Select}} & In_1;   
    assign selected_0 = {4{~Select}} & In_0;
    assign Out = selected_1 | selected_0;
endmodule
module four_bit_adder_subtractor(
    input [3:0] A,          
    input [3:0] B,         
    input subtract,         
    output [3:0] Result,   
    output Cout             
);
    wire [3:0] B1, B2, B3, B4;         
    wire carry1, carry2, carry3;       
    four_bit_2x1_mux mux0 (
        .In_1(~B),      
        .In_0(B),       
        .Select(subtract), 
        .Out(B1)
    );
    full_adder FA0 (
        .A(A[0]), 
        .B(B1[0]), 
        .Cin(subtract),    
        .S(Result[0]), 
        .Cout(carry1)
    );
    full_adder FA1 (
        .A(A[1]), 
        .B(B1[1]), 
        .Cin(carry1), 
        .S(Result[1]), 
        .Cout(carry2)
    );
    full_adder FA2 (
        .A(A[2]), 
        .B(B1[2]), 
        .Cin(carry2), 
        .S(Result[2]), 
        .Cout(carry3)
    );
    full_adder FA3 (
        .A(A[3]), 
        .B(B1[3]), 
        .Cin(carry3), 
        .S(Result[3]), 
        .Cout(Cout)       
    );
endmodule
module full_adder(
    input A,
    input B,
    input Cin,
    output S,
    output Cout
);
    assign S = A ^ B ^ Cin;
    assign Cout = (A & B) | (Cin & (A ^ B));
endmodule
```
`/design/flow/run.sh`:
```
#!/bin/bash
# OpenROAD 26Q1-2900-gdf79404cd8, Yosys 0.63+post, stock flow scripts
make -C /OpenROAD-flow-scripts/flow DESIGN_CONFIG=/design/flow/config.mk WORK_HOME=/design/flow/orfs finish
```
==> metrics.cfg <==
[final_layout]
final_util = 0.0982
area_growth_pct = 118
seq_area_um2 = 0
design.seq.count = 0
fill_cells = 414
clkbuf_count = 0
drive_gt1_frac = 0.448
stdcell_count = 75

[placement]
pre_cts_ws_ps = -651
dp_hpwl_um = 499
port_buffers = 14
place_inst = 75
place.gp.congestion = 0.712

[floorplan]
dieArea_um2 = 6400
coreArea_um2 = 3420
die_h_um = 80
rows = 21
io_pins = 14
fp_util = 0.0451
dieWidth_um = 80

[global_routing]
antenna_found_initial = 0
grt_pass1_wl_um = 703
overflow = 0
grt_max_degree = 4
grt_pass1_vias = 133
grt_usage = 0.0146

[logic_synthesis]
yosysWarnings = 0
netlist_area_um2 = 154
synthCells = 17
avgSynthCellArea_um2 = 9.05
ys_seq_share = 0
yosysCellCount = 17
synthDistinctLibCells = 6
yosysChipArea_um2 = 154

[clocking]
cts_setup_buffers = 0
cts_hold_buffers = 0

[worst_setup_path]
endpoint_kind = output pin
cp-start-kind = input port
worst-endpoint-arrival_ps = 2250
path_max_fanout = 1
timing.critical_path.buf_inv = 3
worstSetupPathType = in -> out
cp_cell_sequence = clkdlybuf4s15_1, xnor2_2, fa_2, fa_2, inv_2, fa_2, clkbuf_2
path_delay_family = adder cells
cp.required_ps = 2320
slowest_stage = fa_2
cpMostUsedCell = fa_2
slowest_delay_ps = 410

[drt]
drc_errors = 0
wl_per_cell_um = 6.81
num_vias = 130
drtPass1Iterations = 1
postRouteAntennaNets = 0
drt_iter0_markers = 0
antennaDiodeCount = 0
routed_wl_um = 511
vias_per_cell = 1.73

[worst_hold_path]
hold_end = Result[0]
hold_depth = 3
hp-start = A[0]
hp-class = in -> out

[power_and_ir_drop]
p_total_uw = 60.2
ir_drop_mv = 0.0567
p_comb_frac = 1.000
p_clk_frac = 0
switching_share = 0.370
p_int_uw = 37.9
p_leak_nw = 0.144
p_per_area_nw_per_um2 = 179
switchingPower_uw = 22.3
p_seq_frac = 0

[final_timing]
tightest_slew_ps = 231
rsz0062_at_grt = false
setup_viol = 0
min_period_ps = 2830
clock.fmax_ghz = 0.353
layout_setup_ws_ps = 65.4
relSlewSlack = 0.845
finalHoldViolations = 0
fin_crit_sh = 0.977
maxSlewViolCount = 0

[status]
outcome = completed

[flow_run]
drv_cap = 0
warning_count = 33

-- synthesized netlist by cell type --
cell	number	area, um^2
mux2i_1	1	10.0
buf_4	4	30.0
xor2_1	2	17.5
inv_1	5	18.8
xnor2_1	2	17.5
fa_1	3	60.1
-- worst max-delay path by stage --
stage / cells after the start / end / slack [ps] / start
after CTS: 7 / Result[3] / -140 / A[1]
after global routing: 7 / Result[3] / 20 / B[1]
final: 7 / Result[3] / 70 / B[1]
-- area by class of cell --
type,instances,area (um^2),share of cell area
Inverter,5,18.8,0.0560
Tap cell,46,57.6,0.172
Multi-Input combinational cell,8,124,0.369
Timing Repair Buffer,16,135,0.403
-- layout by cell type, fill, tap and decap left out --
cell type,netlist,final
buf_4,4,2
clkbuf_2,0,4
clkdlybuf4s15_1,0,1
clkdlybuf4s50_1,0,6
dlygate4sd2_1,0,2
dlymetal6s2s_1,0,1
fa_2,0,3
inv_1,5,3
inv_2,0,2
mux2i_2,0,1
xnor2_1,2,1
xnor2_2,0,1
xor2_1,2,2
-- logic make-up after synthesis --
family	count (synthesis)	synth area share
XOR/XNOR	4	0.228
adder cells (fa/ha/maj)	3	0.390
buffers and inverters	9	0.317
multiplexers	1	0.0650
-- layer usage --
layer	GRT usage	up-vias	part of all wire	wire length [um]
li1	-	67	-	-
met2	0.00722	14	0.11	57
met4	0	0	0	0
met1	0.0274	49	0.64	325
met3	0.0148	0	0.25	128
met5	0	-	0	0
-- power groups by stage --
stage	Combinational (mW)	Sequential, mW	Clock (mW)
CTS	0.0629	0	0
global route	0.0684	0	0
finish	0.0602	0	0
-- repair_timing --
action | 4_1_cts | 5_1_grt
gates resized | 14 | 10
pin swaps | 1 | 2
endpoints found under the setup margin | 3 | 1
-- stage by stage --
step | setup TNS [ps] | hold WS [ps] | instance area [um^2]
3_5_place_dp | -1410 | 2130 | 337
4_1_cts | -138 | 1870 | 345
5_1_grt | 0 | 1760 | 335
3_3_place_gp | -1400 | 2130 | 337
6_report | 0 | 1720 | 335
2_1_floorplan | 0 | 1270 | 154
Power and IR drop assume default switching activity.
