==> /design/flow/design.v <==
`timescale 1s / 1ms
module llm(green, red, yellow, clock, a1, a2, a3, deception_out, current_state, timer);
    input green, red, yellow;
    input clock;
    output reg [3:0] current_state;
    output reg a1, a2, a3, deception_out;  
    output reg [5:0] timer;
    localparam LAY_LOW         = 4'b0000,
               DECEPTION       = 4'b0001,
               ATTACK_SECURITY = 4'b0010,
               ATTACK_DATABASE = 4'b0011,
               FAIL            = 4'b0100,
               EXPANSION       = 4'b0101;
    reg [3:0] next_state;
    initial begin
        current_state = LAY_LOW;   
        timer = 1;                
        a1 = 0;
        a2 = 0;
        a3 = 0;
        deception_out = 0;
    end
    always @(posedge clock) begin
        if (current_state != next_state) begin
            timer <= 1;                
        end else begin
            timer <= timer + 1;        
        end
        current_state <= next_state;   
    end
    always @(*) begin
        next_state = current_state;    
        a1 = 0;
        a2 = 0;
        a3 = 0;
        deception_out = 0;
        case (current_state)
            LAY_LOW: begin
                if (red) begin
                    next_state = DECEPTION;
                end else if (yellow) begin
                    next_state = LAY_LOW;
                end else if (green && timer >= 20) begin
                    next_state = ATTACK_SECURITY;
                end
            end
            ATTACK_SECURITY: begin
                a1 = 1;
                if (red) begin
                    next_state = DECEPTION;
                end else if (yellow) begin
                    next_state = LAY_LOW;
                end else if (green && timer >= 20) begin
                    next_state = ATTACK_DATABASE;
                end
            end
            ATTACK_DATABASE: begin
                a1 = 1;
                a2 = 1;
                if (red) begin
                    next_state = DECEPTION;
                end else if (yellow) begin
                    next_state = ATTACK_SECURITY;
                end else if (green && timer >= 10) begin
                    next_state = EXPANSION;
                end
            end
            DECEPTION: begin
                deception_out = 1;
                if (timer >= 15) begin
                    if (red) begin
                        next_state = FAIL;
                    end else begin
                        next_state = LAY_LOW;
                        deception_out =0;
                    end
                end
            end
            FAIL: begin
                deception_out = 1;
                next_state = FAIL;   
            end
            EXPANSION: begin
                a1 = 1;
                a2 = 1;
                a3 = 1;
                next_state = EXPANSION;   
            end
            default: begin
                next_state = LAY_LOW;   
            end
        endcase
    end
endmodule
==> /design/flow/run.sh <==
#!/bin/bash
# OpenROAD 26Q1-2900-gdf79404cd8, Yosys 0.63+post, stock flow scripts
make -C /OpenROAD-flow-scripts/flow DESIGN_CONFIG=/design/flow/config.mk WORK_HOME=/design/flow/orfs finish
==> /design/flow/config.mk <==
export PLATFORM = sky130hd
export DESIGN_NAME = llm
export DESIGN_NICKNAME = llm
export VERILOG_FILES = /design/flow/design.v
export SDC_FILE = /design/flow/constraint.sdc
export NUM_CORES = 4
export LEC_CHECK = 1
export CORE_AREA = 10 10 75 75
export DIE_AREA = 0 0 85 85
==> /design/flow/constraint.sdc <==
current_design llm

set clk_period 4.5
set clk_io_pct 0.2

create_clock -name clk0 -period $clk_period [get_ports {clock}]

set non_clock_inputs [all_inputs -no_clocks]
set_input_delay [expr $clk_period * $clk_io_pct] -clock clk0 $non_clock_inputs
set_output_delay [expr $clk_period * $clk_io_pct] -clock clk0 [all_outputs]
==> flow_metrics.env <==
# source this file to load flow results
export IMPL_placed_area_um2=860
export IMPL_synthCells=83
export IMPL_cts_buffers_inserted=3
export IMPL_fin_crit_ns=3.36
export IMPL_gp_congestion=0.773
export IMPL_antenna_found_initial=0
export IMPL_ff_type="dfxtp_1"
export IMPL_path_delay_family="buffers and inverters"
export IMPL_dieWidth_um=85
export IMPL_grt_usage_pct=4.33
export IMPL_clock_latency_ns=0.23
export IMPL_fill_cells=436
export IMPL_crit_path_end="deception_out"
export IMPL_fin_skew_ns=0.000983
export IMPL_cp_slowest_stage_delay_ns=0.58
export IMPL_cts_resized=0
export IMPL_fa_ha_area_share_pct=3.88
export IMPL_warnings=27
export IMPL_setup_viol=0
export IMPL_cts_tree="done"
export IMPL_slowest_stage="clkdlybuf4s50_1"
export IMPL_aoi_share_pct=24.8
export IMPL_synth_area_yosys_um2=646
export IMPL_gr_usage_met3_pct=2.79
export IMPL_detail_route_antenna_nets=0
export IMPL_path_class="in -> out"
export IMPL_netlist_area_um2=646
export IMPL_cts_setup_buffers=0
export IMPL_ctsHtreeMaxLevel=1
export IMPL_r2r_end="timer[1]"
export IMPL_numClockSinks=10
export IMPL_io_buffers=17
export IMPL_ys_seq_share_pct=31.0
export IMPL_min_delay_start="timer[0]"
export IMPL_grt_pass1_wl_um=2620
export IMPL_path_buffers=2
export IMPL_max_slew_worst_pin_slew_ns=0.523
export IMPL_powerDensity_mw_per_mm2=247
export IMPL_boundaryPins=18
export IMPL_r2r_setup_slack_ns=2.61
export IMPL_hp_class="reg -> reg"
export IMPL_place_hpwl_um=1290
export IMPL_drtPass1Iterations=4
export IMPL_route_detailed_drc=0
export IMPL_topCombFamilyByArea="simple AND/OR/NAND/NOR gates"
export IMPL_core_area_mm2=0.00406
export IMPL_start_kind="input pin"
export IMPL_num_rows=23
export IMPL_grt_overflow=0
export IMPL_cp_end_kind="output port"
export IMPL_viasPerCell=4.07
export IMPL_die_area_mm2=0.00723
export IMPL_vias=611
export IMPL_grt_busiest_layer="met1"
export IMPL_fmax_mhz=298
export IMPL_wl_per_cell_um=11.3
export IMPL_crit_top_cell="clkdlybuf4s50_1"
export IMPL_synth_warnings=1
export IMPL_ys_cells=83
export IMPL_cap_violations=0
export IMPL_clk_path_buf_depth=2
export IMPL_syn_avg_cell_area_um2=7.78
export IMPL_rr_startpoint="timer[0]"
export IMPL_total_power_w=0.000222
export IMPL_cts_root_buf="clkbuf_8"
export IMPL_synth_cell_types=29
export IMPL_power_leakage_nw=0.307
export IMPL_worstPathArrival_ns=2.46
export IMPL_tns_ns=0
export IMPL_critPathRequiredTime_ns=3.60
export IMPL_drv_slew=0
export IMPL_ys_sh_simple_pct=26.6
export IMPL_antenna_diode_count=0
export IMPL_critical_path_depth=5
export IMPL_drt_iter0_drc=39
export IMPL_synth_flops=10
export IMPL_yosys_area_share_xor_xnor_pct=6.78
export IMPL_fp_util_pct=15.9
export IMPL_ctsHoldBuffers=0
export IMPL_max_slew_margin_rel_pct=65.0
export IMPL_wl_um=1690
export IMPL_ys_async_sr_fraction_pct=0
export IMPL_fin_area_um2=901
export IMPL_crit_start="red"
export IMPL_period_used_pct=74.6
export IMPL_edf_count=0
export IMPL_rsz0062_at_grt="no"
export IMPL_syn2layout_area_growth_pct=39.5
export IMPL_status="finished, final reports clean"
export IMPL_mux_area_share_pct=0
export IMPL_path_cells="clkdlybuf4s50_1 -> nor2_1 -> or3_1 -> a21boi_1 -> clkdlybuf4s50_1"
export IMPL_ir_drop_v=0.0000677
export IMPL_path_max_fanout=7
export IMPL_use_met2_pct=5.59
export IMPL_drive_above_1_share_pct=7.00
export IMPL_die_h_um=85
export IMPL_grt_pass1_vias=532
export IMPL_use_met1_pct=5.85
export IMPL_finalHoldViolations=0
export IMPL_clk_pin_slew_ns=0.04
export IMPL_grt_max_degree=16
export IMPL_ff2ff_path_depth=5
cell type report:
cell class	instances	area [um2]	share of cell area (%)
multi-input combinational	64	404	44.9
sequential	10	200	22.2
timing repair buffer	17	170	18.9
tap	50	62.6	6.94
clock buffer	3	41.3	4.58
inverter	6	22.5	2.50
how the worst min path moves through the flow:
stage / endpoint / slack, ns / depth (start not counted)
6_report: timer[0] / 0.45 / 1
5_1_grt: timer[0] / 0.49 / 1
4_1_cts: timer[0] / 0.46 / 1
synth_stat cells, types with 2 or more instances:
master,instances,area (um2)
buf_4,2,15.0
or3_1,3,18.8
inv_1,4,15.0
xor2_1,2,17.5
nor3_1,7,35.0
ha_1,2,25.0
dfxtp_1,10,200
nand3_1,4,20.0
and3_1,2,12.5
o21ai_1,3,15.0
xnor2_1,3,26.3
a21oi_1,5,25.0
o21ai_0,3,15.0
inv_2,2,7.51
nand2b_1,3,18.8
nand2_1,7,26.3
nor2_1,9,33.8
state kept, by name (all words and copies together) (netlist names):
| name | count |
|---|---|
| current_state | 4 |
| timer | 6 |
cell usage in the layout, fill, tap and decap left out, types with 2 or more instances in the layout:
cell / Yosys / final
clkdlybuf4s50_1: 0 / 17
and3_1: 2 / 2
nor2_1: 9 / 9
xnor2_1: 3 / 3
nand2_1: 7 / 7
or3_1: 3 / 3
inv_1: 4 / 4
o21ai_1: 3 / 3
dfxtp_1: 10 / 10
nor3_1: 7 / 7
inv_2: 2 / 2
nand3_1: 4 / 4
xor2_1: 2 / 2
a21oi_1: 5 / 5
clkbuf_8: 0 / 3
o21ai_0: 3 / 3
ha_1: 2 / 2
nand2b_1: 3 / 3
per-layer routing:
| metal | vias to the layer above | part of all wire, % |
|---|---|---|
| met5 | - | 0 |
| met4 | 0 | 1.0 |
| met3 | 2 | 12 |
| met2 | 16 | 39 |
| met1 | 264 | 47 |
| li1 | 329 | - |
report_power, final:
group / internal [W] / leakage, nW / total [W] / switching (W)
combinational: 0.0000189 / 0.203 / 0.0000322 / 0.0000133
clock: 0.0000582 / 0.0216 / 0.0000885 / 0.0000304
sequential: 0.0000932 / 0.0818 / 0.000102 / 0.00000845
per-stage QoR:
stage / hold slack (ns) / util, % / std cells / setup slack [ns]
after global routing: 0.488 / 22.2 / 150 / 1.02
after CTS: 0.457 / 22.2 / 150 / 1.13
after global placement: 0.436 / 21.2 / 147 / 1.14
after detailed placement: 0.443 / 21.2 / 147 / 1.14
final: 0.447 / 22.2 / 150 / 1.14
after floorplan: 0.398 / - / 83 / 2.25
cell families (layout without fill, tap and decap cells):
kind of cell             count (synthesis)  count (layout)
AND/OR/NAND/NOR                         36              36
AND-OR/OR-AND                           20              20
adder cells (fa/ha/maj)                  2               2
buffers and inverters                    9              26
XOR/XNOR                                 5               5
other                                    1               1
flip-flops                              10              10
Power is estimated from default activity; no workload was simulated.
